### ./design.v
module MCPU_Alu(cmd,in1,in2,out,CF);
parameter CMD_SIZE=3;
parameter WORD_SIZE=16;
parameter  [CMD_SIZE-1:0]  CMD_AND  = 0;  
parameter  [CMD_SIZE-1:0]  CMD_OR   = 1;  
parameter  [CMD_SIZE-1:0]  CMD_XOR   = 2;  
parameter  [CMD_SIZE-1:0]  CMD_ADD   = 3;  
parameter  [CMD_SIZE-1:0]  CMD_LSL   = 4;  
parameter  [CMD_SIZE-1:0]  CMD_LSR   = 5;  
input [CMD_SIZE-1:0] cmd;
input [WORD_SIZE-1:0] in1;
input [WORD_SIZE-1:0] in2;
output[WORD_SIZE-1:0] out;
output CF;
wire [CMD_SIZE-1:0] cmd;
wire [WORD_SIZE-1:0] in1;
wire [WORD_SIZE-1:0] in2;
reg  [WORD_SIZE-1:0] out;
reg  CF;
always @ (cmd, in1, in2)
  #2
case(cmd)
  CMD_AND : begin
               out = in1&in2; 
      end
  CMD_OR : begin
              out = in1|in2;
            end
  CMD_XOR : begin
              out = in1^in2;
            end
  CMD_LSL : begin
              out = in1<<in2;
            end
  CMD_LSR : begin
              out = in1>>in2;
            end          
  default : begin
              {CF,out} = in1+in2;
            end
 endcase
endmodule
### ./run.sh
#!/bin/bash
# OpenROAD 26Q1-2900-gdf79404cd8, Yosys 0.63+post, stock flow scripts
make -C /OpenROAD-flow-scripts/flow DESIGN_CONFIG=/design/flow/config.mk WORK_HOME=/design/flow/orfs finish
### ./config.mk
export PLATFORM = sky130hd
export DESIGN_NAME = MCPU_Alu
export DESIGN_NICKNAME = MCPU_Alu
export VERILOG_FILES = /design/flow/design.v
export SDC_FILE = /design/flow/constraint.sdc
export NUM_CORES = 4
export LEC_CHECK = 1
export CORE_UTILIZATION = 40
### ./constraint.sdc
current_design MCPU_Alu

set clk_period 9.1
set clk_io_pct 0.2

create_clock -name clk0 -period $clk_period

set non_clock_inputs [all_inputs -no_clocks]
set_input_delay [expr $clk_period * $clk_io_pct] -clock clk0 $non_clock_inputs
set_output_delay [expr $clk_period * $clk_io_pct] -clock clk0 [all_outputs]
==> run summary <==
run results: max_cap viols=0, RSZ-0062 raised after global routing=false, chip area=8140 um2, #FFs+latches synth=1, Static Leak=1.47 nW, Setup violations, final=0, yosys stat area=just over 3000 um2, CP arrival=around 5.3 ns, initial antenna violation count=0, worst vdd ir=between 0.00002 and 0.000025 V, via density per instance=around 6.1, CP endpoint kind=output pin, Synth Instances=approximately 420, die height=roughly 90 um, clock power share=0, Syn Std Cell Area=about 3100 um2, routed len/inst=18.4 um, antenna diode count=0, Pre-antenna DRT Iters=5, Pwr Total=roughly 0.20 mW, # rows=31, Int Pwr=just under 0.1 mW, most common logic cell in the routed design=clkdlybuf4s50_1, core area=7370 um2, Largest register FFs=1, DRC Markers=0, fmax=roughly 0.14 GHz, Sw Share=0.504, max-slew violation count=0, startpoint class of the critical path=input port, number of buffers added on ports=52, register share of total power=0.004, Final Hold Viols=0, initial DRC count=around 180, CTS Hold Bufs=0, crit share post-route=0.778, RePlAce Congestion=0.949, largest net degree at the start of global routing=slightly above 40, TNS Setup=0 ns, grt total ovfl=0, FFs w/ async S/R, synth=0, pwr dens=54.6 nW/um2, total track usage=0.253, area grow syn2layout=17.0%, Yosys Instances=415, critical path class=input port to output pin, global-route wire length before repair=16200 um, worst endpoint required time=between 7 and 8 ns, Post-CTS Resized=0, Top cells excl fill/tap=clkdlybuf4s50_1, a21oi_1, inv_1, nor2_1, ha_1, I/O Pins=roughly 52, endpoints left unconstrained=2, Commonest flop=dlxtn_1, die width=90.2 um, Net Sw Power=about 0.1 mW, Combinational Power Share=0.996, Yosys cell types=about 63, vias in the first global route=3062, flip-flops with a built-in enable=0, filler cell count=just over 700, Vias=~3300, Post-Route WL=10000 um, OpenROAD warning count=between 40 and 50, Post-DP HPWL=between 7000 and 8000 um, crit path max fanout=17, register pins left without a clock=1, Syn Area/Cell=between 7 and 8 um2, Hold Path Class=input port to output pin, relative slew slack=0.374, Detail Route Antenna Nets=0, share of cells above drive strength 1=0.106, Floorplan Utilization=0.422, Worst Max-Slew Pin Slew=roughly 0.93 ns, minimum clock period=just over 7 ns, Post-CTS Setup Inserts=0, yosys warns=1, outcome=complete, no violations
-- metrics by stage --
step / std cells / hold slack (ns) / utilization / instance area, um2 / worst slack (ns)
final: 543 / 4.86 / 0.494 / 3640 / 2.02
after global routing: 543 / 4.96 / 0.494 / 3640 / 1.73
after CTS: 543 / 4.86 / 0.494 / 3640 / 2.09
after detailed placement: 543 / 4.84 / 0.494 / 3640 / 2.10
after global placement: 543 / 4.86 / 0.494 / 3640 / 2.12
after floorplan: 415 / 3.76 / - / 3110 / 3.55
-- power by group through the flow --
stage     Sequential (mW)  Clock [mW]  Combinational, mW
6_report         0.000722           0              0.198
5_1_grt          0.000738           0              0.218
4_1_cts          0.000734           0              0.197
-- Yosys cell counts (all sizes together) (11+ instances only) --
cell type,n,share of area
a21oi,42,0.068
inv,39,0.047
nor2,36,0.043
ha,32,0.13
nand2,28,0.034
o21ai,23,0.037
mux4,21,0.15
buf,15,0.035
clkbuf,15,0.018
mux2,12,0.043
o211ai,11,0.027
-- final timing paths --
kind / endpoint / cells past startpoint / slack, ns / startpoint
hold / removal: out[4] / 5 / 4.86 / cmd[2]
setup / recovery: out[12] / 10 / 2.02 / in2[3]
-- kinds of logic (layout without fill, tap and decap cells) --
logic type               after synthesis  in the layout  synth area share
AND/OR/NAND/NOR                      108            108             0.180
latches                                1              1           0.00482
buffers and inverters                 70             99             0.102
XOR/XNOR                              13             13            0.0366
multiplexers                          43             43             0.227
adder cells (fa/ha/maj)               33             33             0.135
AND-OR/OR-AND                        147            147             0.314
-- metal layers --
| layer | GRT usage | wire, um | up-vias |
|---|---|---|---|
| met5 | 0 | 0 | - |
| met4 | 0.0538 | 197 | 0 |
| met3 | 0.0387 | 621 | 14 |
| met2 | 0.375 | 4420 | 115 |
| met1 | 0.393 | 4770 | 1542 |
| li1 | - | - | 1619 |
-- critical path: stages --
cell             delay [ns]
clkdlybuf4s50_1        0.86
clkinv_1               0.41
ha_1                   0.49
o21a_1                 0.15
o31a_1                 0.19
o22ai_1                0.14
o311ai_0               0.42
xnor2_1                0.11
a22oi_1                0.18
clkdlybuf4s50_1        0.48
-- cell type report --
class                      instances  area [um2]  area share
multi-input combinational        344        2780       0.763
timing repair buffer              59         573       0.157
inverter                          40         150      0.0412
tap                               99         124      0.0340
sequential                         1        15.0     0.00412
Power and IR drop assume default switching activity.
